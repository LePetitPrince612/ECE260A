**flow/design.v**
```verilog
module adder_select_16_bit
(
    input  logic            [15:0]      a,
    input  logic            [15:0]      b,
    output logic                        cout,
    output logic            [15:0]      s
);
    logic                   [3:0]       cout_reg;
    adder_4_bit adder_4_bit_inst1
    (
        .a              (a[3:0]),
        .b              (b[3:0]),
        .cin            (1'b0),
        .cout           (cout_reg[0]),
        .s              (s[3:0])
    );
    genvar i;
    generate
        for (i=1; i<4; i++) begin : select_adder
            adder_select_4_bit adder_select_4_bit_inst
            (
                .a      (a[4*i +: 4]),
                .b      (b[4*i +: 4]),
                .sel    (cout_reg[i-1]),
                .cout   (cout_reg[i]),
                .s      (s[4*i +: 4])
            );
        end
    endgenerate
    assign cout = cout_reg[3];
endmodule
module adder_select_17_bit
(
    input  logic        [16:0]  a,
    input  logic        [16:0]  b,
    output logic                cout,
    output logic        [16:0]  s
);
    logic                       cout_reg;
    adder_select_16_bit adder_select_16_bit_inst
    (
        .a      (a[15:0]),
        .b      (b[15:0]),
        .cout   (cout_reg),
        .s      (s[15:0])
    );
    assign {cout, s[16]} = a[16] + b[16] + cout_reg;
endmodule
module adder_select_4_bit
(
    input  logic        [3:0]   a,
    input  logic        [3:0]   b,
    input  logic                sel,
    output logic                cout,
    output logic        [3:0]   s
);
    logic               [3:0]   sum1, sum2;
    logic                       cout1, cout2;
    adder_4_bit adder_4_bit_inst1(
        .a      (a),
        .b      (b),
        .cin    (1'b0),
        .cout   (cout1),
        .s      (sum1)
    );
    adder_4_bit adder_4_bit_inst2(
        .a      (a),
        .b      (b),
        .cin    (1'b1),
        .cout   (cout2),
        .s      (sum2)
    );
    assign cout = sel? sum2 : sum1;
    assign s    = sel? cout2 : cout1;
endmodule
module adder_4_bit
(   
    input  logic        [3:0]   a,
    input  logic        [3:0]   b,
    input  logic                cin,
    output logic                cout,
    output logic        [3:0]   s
);
    logic               [3:0]   cout_reg;
    assign cout             = cout_reg[3];
    always_comb begin
        for (int i=0; i<4; i++) begin
            {cout_reg[i], s[i]} = (i==0)? a[i] + b[i] + cin : a[i] + b[i] + cout_reg[i-1];
        end
    end
endmodule
module FIR_pipeline
(
    input  logic                clk,
    input  logic                reset,
    input  logic        [15:0]  a,
    output logic        [17:0]  s
);
    logic               [15:0]  a1, a2, a3, a4   = 16'b0;
    always_ff @(posedge clk) begin
        if (reset) begin
            a1          <=  0;
            a2          <=  0;
            a3          <=  0;
            a4          <=  0;
        end
        else begin
            a1          <=  a;
            a2          <=  a1;
            a3          <=  a2;
            a4          <=  a3;
        end
    end
    logic               [16:0]  sum1, sum2;
    logic               [16:0]  sum1_reg, sum2_reg;
    adder_select_16_bit adder_select_16_bit_inst1(
        .a              (a1),
        .b              (a2),
        .s              (sum1[15:0]),
        .cout           (sum1[16])
    );
    adder_select_16_bit adder_select_16_bit_inst2(
        .a              (a3),
        .b              (a4),
        .s              (sum2[15:0]),
        .cout           (sum2[16])
    );
    always_ff @(posedge clk) begin
        if (reset) begin
            sum1_reg    <=  0;
            sum2_reg    <=  0;
        end
        else begin
            sum1_reg    <=  sum1;
            sum2_reg    <=  sum2;
        end
    end
    logic               [17:0]  s_l_logic;
    adder_select_17_bit adder_select_17_bit_inst1(
        .a              (sum1_reg),
        .b              (sum2_reg),
        .s              (s_l_logic[16:0]),
        .cout           (s_l_logic[17])
    );
    always_ff @(posedge clk) begin
        if (reset) begin
            s           <= 0;
        end 
        else begin
            s           <= s_l_logic;
        end 
    end
endmodule
```
**flow/run.sh**
```bash
#!/bin/bash
# OpenROAD 26Q1-2900-gdf79404cd8, Yosys 0.63+post, stock flow scripts
make -C /OpenROAD-flow-scripts/flow DESIGN_CONFIG=/design/flow/config.mk WORK_HOME=/design/flow/orfs finish
```
**flow/config.mk**
```make
export PLATFORM = sky130hd
export DESIGN_NAME = FIR_pipeline
export DESIGN_NICKNAME = FIR_pipeline
export VERILOG_FILES = /design/flow/design.v
export SDC_FILE = /design/flow/constraint.sdc
export NUM_CORES = 4
export LEC_CHECK = 1
export CORE_UTILIZATION = 40
```
**flow/constraint.sdc**
```tcl
current_design FIR_pipeline

set clk_period 5.1
set clk_io_pct 0.2

create_clock -name clk0 -period $clk_period [get_ports {clk}]

set non_clock_inputs [all_inputs -no_clocks]
set_input_delay [expr $clk_period * $clk_io_pct] -clock clk0 $non_clock_inputs
set_output_delay [expr $clk_period * $clk_io_pct] -clock clk0 [all_outputs]
```
==> results.sh <==
# source this file to load flow results
export IMPL_synthFlopType="sky130_fd_sc_hd__dfxtp_1"
export IMPL_fillers=791
export IMPL_post_place_cell_area_mm2=0.003872
export IMPL_layout_top_cell="sky130_fd_sc_hd__dfxtp_1"
export IMPL_final_setup_viol_count=0
export IMPL_critical_path_peak_fanout=4
export IMPL_grt_start_max_net_pins=56
export IMPL_synth_cell_types=26
export IMPL_yosys_warnings=2
export IMPL_max_clock_path_buffers=2
export IMPL_ys_cells=338
export IMPL_log_warning_count=31
export IMPL_viasPerCell=4.217
export IMPL_average_cell_area_after_synthesis_um2=10.62
export IMPL_achievable_frequency_ghz=0.3181
export IMPL_period_used_pct=61.63
export IMPL_flow_area_growth_from_synthesis_pct=13.97
export IMPL_postCtsSetupBuffers=0
export IMPL_start_kind="register"
export IMPL_critPathKind="reg -> reg"
export IMPL_min_period_ns=3.143
export IMPL_hold_buffers=0
export IMPL_hp_class="reg -> reg"
export IMPL_syn_cell_area_mm2=0.003591
export IMPL_chipHeight_um=96.75
export IMPL_highest_ir_drop_seen_on_vdd_mv=0.2045
export IMPL_globalplace_congestion=0.7139
export IMPL_h_tree_depth=3
export IMPL_clk_latency_ns=0.35
export IMPL_cts_clk_slew_worst_paths_ns=0.09
export IMPL_postRouteWirelength_mm=4.449
export IMPL_setup_repair_after_global_routing_missed_its_margin="false"
export IMPL_drv_max_cap_violation_count=0
export IMPL_remaining_drc_errors=0
export IMPL_post_route_skew_ns=0.008684
export IMPL_grt_overflow_total=0
export IMPL_edf_count=0
export IMPL_die_width_um=96.75
export IMPL_yosysSeqAreaShare_pct=47.94
export IMPL_wire_length_of_the_first_global_routing_pass_mm=7.983
export IMPL_ff_latch_area_mm2=0.001722
export IMPL_insertedDiodeCount=0
export IMPL_status="completed"
export IMPL_worst_pin_slew_ns=0.6695
export IMPL_cts_repair_resized=0
export IMPL_tritoncts="yes"
export IMPL_yosys_stat_area_mm2=0.003591
export IMPL_clk_root_buffer_cell="sky130_fd_sc_hd__clkbuf_8"
export IMPL_postSynthCellCount=338
export IMPL_final_layout_size_suffix_gt1_share_pct=6.267
export IMPL_cp_data_required_time_ns=5.33
export IMPL_stdcell_area_mm2=0.004093
export IMPL_cts_buffers_inserted=9
export IMPL_design_die_area_mm2=0.009361
export IMPL_worstPathArrival_ns=3.38
export IMPL_critical_path_endpoint_category="register"
export IMPL_via_count=2003
export IMPL_floorplan_io_pins=36
export IMPL_final_layout_top_logic_cells="sky130_fd_sc_hd__dfxtp_1, sky130_fd_sc_hd__nor2b_1, sky130_fd_sc_hd__ha_1"
export IMPL_initialDrtViolationCount=37
export IMPL_combGateArea_mm2=0.001663
export IMPL_avg_wl_per_cell_um=9.366
export IMPL_powerDensity_mw_per_mm2=321.1
export IMPL_static_leakage_power_nw=1.819
export IMPL_detail_route_first_pass_iterations=3
export IMPL_antenna_found_initial=0
export IMPL_grt_total_usage_pct=10.67
export IMPL_async_flop_share_pct=0
export IMPL_fp_util_pct=41.18
export IMPL_vias_in_the_first_global_route=1828
export IMPL_final_hold_violation_tally=0
export IMPL_ys_ff=86
export IMPL_design_core_area_mm2=0.008721
export IMPL_postRouteAntennaNets=0
export IMPL_final_setup_tns_ns=0
export IMPL_placement_rows=34
export IMPL_finalMaxSlewViolations=0
export IMPL_slew_headroom_pct=55.37
export IMPL_dpl_hpwl_mm=3.086
export IMPL_io_buffer_count=23
export IMPL_tritoncts_num_sinks=86
## cells by family (layout without fill, tap and decap cells)
family | after synthesis | count (layout) | share of synthesized area (%)
other | 1 | 12 | 0.1044
flip-flops | 86 | 86 | 47.94
buffers and inverters | 54 | 72 | 6.899
AND/OR/NAND/NOR | 114 | 114 | 17.60
adder cells (fa/ha/maj) | 43 | 43 | 17.07
AND-OR/OR-AND | 12 | 12 | 2.090
XOR/XNOR | 14 | 14 | 4.181
multiplexers | 14 | 14 | 4.111
## per-layer routing
| metal | wire, µm | global-route usage [%] | vias up |
|---|---|---|---|
| li1 | - | - | 1068 |
| met1 | 2098 | 15.05 | 905 |
| met2 | 2102 | 17.28 | 25 |
| met3 | 175 | 3.088 | 5 |
| met4 | 73 | 1.493 | 0 |
| met5 | 0 | 0 | - |
## report_power, final
group	total [W]	internal (W)	switching [W]	leakage (nW)
Clock	0.000515	0.000278	0.000237	0.114
Sequential	0.000709	0.000698	0.0000109	0.704
Combinational	0.0000900	0.0000509	0.0000390	1.00
Total	0.00131	0.00103	0.000287	1.82
## cells in the mapped netlist (2+ instances only)
cell	instances	area (µm²)
sky130_fd_sc_hd__a21boi_0	2	15.01
sky130_fd_sc_hd__a21oi_1	2	10.01
sky130_fd_sc_hd__and3_1	2	12.51
sky130_fd_sc_hd__buf_1	2	7.510
sky130_fd_sc_hd__buf_4	12	90.09
sky130_fd_sc_hd__clkbuf_1	8	30.03
sky130_fd_sc_hd__dfxtp_1	86	1722
sky130_fd_sc_hd__fa_1	10	200.2
sky130_fd_sc_hd__ha_1	33	412.9
sky130_fd_sc_hd__inv_1	32	120.1
sky130_fd_sc_hd__mux2_2	5	56.30
sky130_fd_sc_hd__mux2i_1	8	80.08
sky130_fd_sc_hd__nand2_1	8	30.03
sky130_fd_sc_hd__nand2b_1	6	37.54
sky130_fd_sc_hd__nor2_1	25	93.84
sky130_fd_sc_hd__nor2b_1	70	437.9
sky130_fd_sc_hd__o211ai_1	2	15.01
sky130_fd_sc_hd__o21a_1	2	15.01
sky130_fd_sc_hd__o21ai_0	4	20.02
sky130_fd_sc_hd__or3_1	2	12.51
sky130_fd_sc_hd__xnor2_1	5	43.79
sky130_fd_sc_hd__xnor3_1	2	45.04
sky130_fd_sc_hd__xor2_1	7	61.31
## path summary, 6_finish.rpt
| path | from | end | slack, ns | depth (start not counted) |
|---|---|---|---|---|
| hold reg to reg | a3[8] | a4[8] | 0.47 | 2 |
| setup reg to reg | a3[0] | sum2_reg[12] | 1.96 | 12 |
| setup / recovery | a3[0] | sum2_reg[12] | 1.96 | 12 |
| hold / removal | a3[8] | a4[8] | 0.47 | 2 |
## area by class of cell
cell class / count / share of cell area [%]
multi-input cells: 209 / 40.63
clock buffers: 9 / 3.027
clock inverters: 7 / 2.354
repair buffers: 24 / 5.686
inverters: 32 / 2.935
well taps: 108 / 3.302
flip-flops and latches: 86 / 42.07
## critical path, stage by stage, from the launching register on
cell and delay, ns:
sky130_fd_sc_hd__dfxtp_1 0.32, sky130_fd_sc_hd__ha_1 0.19, sky130_fd_sc_hd__inv_1 0.07, sky130_fd_sc_hd__fa_1 0.15, sky130_fd_sc_hd__inv_1 0.05, sky130_fd_sc_hd__fa_1 0.37
sky130_fd_sc_hd__fa_1 0.45, sky130_fd_sc_hd__xnor3_1 0.41, sky130_fd_sc_hd__mux2i_1 0.20, sky130_fd_sc_hd__and3_1 0.18, sky130_fd_sc_hd__o21a_1 0.12, sky130_fd_sc_hd__mux2i_1 0.19
sky130_fd_sc_hd__mux2_1 0.33
## through the flow
step | util, % | setup slack [ns] | std cells | hold slack (ns) | total power [W]
2_1_floorplan | - | 2.116 | 349 | 0.4343 | 0.0007892
3_3_place_gp | 44.40 | 2.041 | 459 | 0.4502 | 0.0008168
3_5_place_dp | 44.40 | 1.960 | 459 | 0.4555 | 0.0008171
4_1_cts | 46.93 | 1.921 | 475 | 0.4636 | 0.001342
5_1_grt | 46.93 | 1.776 | 475 | 0.4786 | 0.001386
6_report | 46.93 | 1.957 | 475 | 0.4654 | 0.001314
Power is estimated from default activity; no workload was simulated.
